[./run.sh]
#!/bin/bash
# OpenROAD 26Q1-2900-gdf79404cd8, Yosys 0.63+post, stock flow scripts
make -C /OpenROAD-flow-scripts/flow DESIGN_CONFIG=/design/flow/config.mk WORK_HOME=/design/flow/orfs finish
[./config.mk]
export PLATFORM = sky130hd
export DESIGN_NAME = alu
export DESIGN_NICKNAME = alu
export VERILOG_FILES = /design/flow/design.v
export SDC_FILE = /design/flow/constraint.sdc
export NUM_CORES = 4
export LEC_CHECK = 1
export CORE_UTILIZATION = 30
[./constraint.sdc]
current_design alu

set clk_period 21.0
set clk_io_pct 0.2

create_clock -name clk0 -period $clk_period

set non_clock_inputs [all_inputs -no_clocks]
set_input_delay [expr $clk_period * $clk_io_pct] -clock clk0 $non_clock_inputs
set_output_delay [expr $clk_period * $clk_io_pct] -clock clk0 [all_outputs]
[./design.v]
module alu(
    input[31:0] alu_data1_i,
    input[31:0] alu_data2_i,
    input[3:0]  alu_op_i,
    output[31:0]    alu_result_o
);
    reg[31:0] result;
    wire[31:0]  sum = alu_data1_i + ((alu_op_i[3] | alu_op_i[1]) ? -alu_data2_i : alu_data2_i);
    wire        neq = | sum;
    wire        cmp = (alu_data1_i[31] == alu_data2_i[31]) ? sum[31] 
                    : alu_op_i[0] ? alu_data2_i[31] : alu_data1_i[31];
    wire[4:0]   shamt = alu_data2_i[4:0];
    wire[31:0]  shin  = alu_op_i[2] ? alu_data1_i: reverse(alu_data1_i);
    wire[32:0]  shift = {alu_op_i[3] & shin[31], shin};
    wire[32:0]  shiftt = ($signed(shift) >>> shamt);
    wire[31:0]  shiftr  = shiftt[31:0];
    wire[31:0]  shiftl  = reverse(shiftr);
    always @(*) begin
        case(alu_op_i)
            4'b0000:    result <= sum;   
            4'b1000:    result <= sum;   
            4'b0001:    result <= shiftl;    
            4'b0010:    result <= cmp;       
            4'b0011:   result <= cmp;       
            4'b0100:    result <= (alu_data1_i ^ alu_data2_i);   
            4'b0101:    result <= shiftr;    
            4'b1101:    result <= shiftr;    
            4'b0110:     result <= (alu_data1_i | alu_data2_i);   
            4'b0111:    result <= (alu_data1_i & alu_data2_i);   
            4'b1001:     result <= {31'b0, ~neq};     
            4'b1010:    result <= {31'b0, neq};      
            4'b1100:     result <= {31'b0, ~cmp};     
            4'b1011:    result <= {31'b0, ~cmp};     
            default:        begin
                            result <= 32'b0;
            end
        endcase
    end
    function [31:0] reverse;
        input[31:0] in;
        integer i;
        for (i = 0; i < 32; i = i+1) begin
            reverse[i] = in[31-i];
        end
    endfunction
    assign alu_result_o = result;
endmodule
==> impl_metrics.json <==
{
  "crit_path_top_delay_cell": "or4_1",
  "power.share.clock_pct": 0,
  "seq_area_frac_synth_pct": 0,
  "warnings": 68,
  "syn_area_sq_um": 6850,
  "seq_area_sq_um": 0,
  "path_class": "input port to output pin",
  "dr.first_iter.drc_count": 547,
  "ys_area_sq_um": 6850,
  "path_delay_family": "simple AND/OR/NAND/NOR gates",
  "grt_max_degree": 44,
  "top_area_share_pct": 18.1,
  "finalSetupViolCount": 0,
  "fin_crit_sh_pct": 69.1,
  "post_cts_buffers": 0,
  "postSynthCellCount": 972,
  "ys_cells": 972,
  "core_sq_um": 22100,
  "cpPeakStageDelay_ns": 0.68,
  "grt_usage_pct": 24.3,
  "ios": 100,
  "grt-busiest-layer": "met2",
  "drv_cap": 0,
  "grt_use_met2_pct": 40.3,
  "met1_usage_pct": 33.5,
  "grt_pass1_wl_mm": 43.0,
  "met3_usage_pct": 3.38,
  "power.density_nw_per_um2": 32.0,
  "routed_wl_mm": 28.3,
  "fill_cells": 2299,
  "cp.arrival_ns": 10.31,
  "overflow": 0,
  "yosys_warnings": 1,
  "fp.dieH_um": 153,
  "area.growth.synth_to_final_pct": 17.1,
  "switching_share_pct": 58.5,
  "fmax_mhz": 68.9,
  "dpl.hpwl_mm": 22.9,
  "status": "finished clean",
  "drc": 0,
  "flops": 0,
  "grt_pass1_vias": 7123,
  "ys_sh_mux_pct": 14.8,
  "intPower_mw": 0.106,
  "hold_path.class": "input port to output pin",
  "tightest_slew_ns": 0.747,
  "die-area_sq_um": 23400,
  "vias": 7699,
  "worstSetupEndpointType": "output pin",
  "final.setup.tns_ns": 0,
  "antenna_left": 0,
  "fin_ws_ns": 6.49,
  "ys_sh_simple_pct": 19.6,
  "drive_gt1_share_pct": 7.21,
  "critPathMaxFanout": 10,
  "dp_slack_ns": 6.48,
  "combPwrFrac_pct": 100.0,
  "synth_cell_type_count": 74,
  "num-clock-buffers": 0,
  "place_area_sq_um": 8020,
  "critPathBufInv": 2,
  "routedWlPerCell_um": 21.9,
  "maxSlewHeadroom_pct": 50.2,
  "fin_cells": 1293,
  "finalHoldViolations": 0,
  "die_x_um": 153,
  "avgSynthCellArea_sq_um": 7.04,
  "seqPwrFrac_pct": 0,
  "path_cells": "clkdlybuf4s50_1, or4_1, nor4_4, nand3_2, or4_4, o41ai_1, xnor2_1, ha_1, o2111ai_1, or3_1, or4_1, nor4_1, nand4_1, nor4_1, and4_1, a31oi_2, o311ai_2, clkdlybuf4s50_1",
  "ys_sh_adder_pct": 18.4,
  "port_buffers": 100,
  "fp_util_pct": 31.0,
  "rows": 54,
  "final_area_sq_um": 8020,
  "area_leaders": "ha_1, mux4_2, nor2_1",
  "dp_cells": 1293,
  "cts_resized": 0,
  "required_ns": 16.80,
  "largest_area_cell": "ha_1",
  "logic_family": "AND-OR/OR-AND gates",
  "ys_sh_aoi_pct": 31.5,
  "place_congestion": 1.02,
  "n_antenna_cell": 0,
  "period_minus_slack_ns": 14.51,
  "cp-start-kind": "input port",
  "mi_logic_area_sq_um": 6300,
  "slew_viol_final": 0,
  "switching_power_mw": 0.150,
  "rsz0062_at_grt": "no",
  "ys_sh_xor_pct": 7.66,
  "first_pass_iters": 5,
  "cts_hold_buf": 0,
  "irDropWorstVdd_mv": 0.00938,
  "antenna_found_initial": 0,
  "post_drt_via_cell_ratio": 5.95,
  "leakage_nw": 3.30
}
==> final timing paths <==
path                           start         endpoint  slack, ns  cells after the start
worst max-delay path  alu_data2_i[5]  alu_result_o[0]       6.49                     18
worst min-delay path     alu_op_i[2]  alu_result_o[0]       9.53                      4
==> kinds of logic after synthesis <==
group	count (synthesis)
compound gates	325
xor+xnor	59
fa+ha+maj	100
buf+inv	145
mux	57
simple gates	286
==> cell usage in the layout (no fill, tap or decap), drive strengths merged, types with 11 or more instances in the layout <==
master         netlist  layout
a21oi               87      87
nand2               65      65
a22oi               27      27
inv                 70      70
xor2                18      18
ha                  99      99
nor3                19      19
nor2               123     123
o21ai               81      81
a21o                14      14
o211ai              14      14
mux2i               20      20
mux4                34      34
a221oi              17      17
buf                 13      16
clkdlybuf4s50        0      98
nand3               16      16
nand4               11      11
xnor2               41      41
==> power groups by stage <==
| stage | clock network [mW] | registers, mW | logic [mW] |
|---|---|---|---|
| 6_report | 0 | 0 | 0.256 |
| 4_1_cts | 0 | 0 | 0.253 |
| 5_1_grt | 0 | 0 | 0.279 |
==> Yosys cell counts, drive strengths merged (4+ instances only) <==
cell type and number:
or3 10, o22ai 6, nand2 65, a211o 6
xor2 18, nand3 16, a21o 14, o21a 8
inv 70, o221ai 10, nor2b 4, o41ai 4
nor2 123, nand4 11, a22oi 27, ha 99
o211ai 14, a21oi 87, mux2i 20, a221oi 17
clkbuf 60, xnor2 41, or4 6, nor3 19
a211oi 8, o21ai 81, a31o 4, and2 7
mux4 34, nor4 10, o31ai 7, buf 13
==> per-stage QoR <==
stage                     power, mW  util (%)  hold WS (ns)
after floorplan               0.159         -          8.61
after global placement        0.254      36.3          9.56
after detailed placement      0.252      36.3          9.55
after CTS                     0.253      36.3          9.55
after global routing          0.279      36.3          9.62
final                         0.256      36.3          9.53
==> final cells by class <==
cell class	instances	share of cell area (%)
Multi-Input combinational cell	827	78.6
Timing Repair Buffer	114	13.7
Tap cell	280	4.37
Inverter	72	3.37
==> per-layer routing <==
layer | up-vias | share of wire (%)
met2 | 290 | 48
met3 | 45 | 6.8
met5 | - | 0
li1 | 3696 | -
met1 | 3668 | 43
met4 | 0 | 2.6
Power figures rest on the tool's default switching activity, not on a simulated workload.
