**run.sh**
```bash
#!/bin/bash
# OpenROAD 26Q1-2900-gdf79404cd8, Yosys 0.63+post, stock flow scripts
make -C /OpenROAD-flow-scripts/flow DESIGN_CONFIG=/design/flow/config.mk WORK_HOME=/design/flow/orfs finish
```
**config.mk**
```make
export PLATFORM = sky130hd
export DESIGN_NAME = uart_top
export DESIGN_NICKNAME = uart_top
export VERILOG_FILES = /design/flow/design.v
export SDC_FILE = /design/flow/constraint.sdc
export NUM_CORES = 4
export LEC_CHECK = 1
export CORE_UTILIZATION = 30
```
**constraint.sdc**
```tcl
current_design uart_top

set clk_period 5.3
set clk_io_pct 0.2

create_clock -name clk0 -period $clk_period [get_ports {clk}]

set non_clock_inputs [all_inputs -no_clocks]
set_input_delay [expr $clk_period * $clk_io_pct] -clock clk0 $non_clock_inputs
set_output_delay [expr $clk_period * $clk_io_pct] -clock clk0 [all_outputs]
```
**design.v**
```verilog
module uart_rx (
    input wire clk,              
    input wire resetn,           
    input wire uart_rxd,         
    input wire uart_rx_en,       
     output wire uart_rx_break,    
    output wire uart_rx_valid,   
    output reg [PAYLOAD_BITS-1:0] uart_rx_data  
);
parameter   BIT_RATE        = 9600;  
localparam  BIT_P           = 1_000_000_000 * 1/BIT_RATE;  
parameter   CLK_HZ          =    50_000_000;
localparam  CLK_P           = 1_000_000_000 * 1/CLK_HZ;  
parameter   PAYLOAD_BITS    = 8;
parameter   STOP_BITS       = 1;
localparam       CYCLES_PER_BIT     = BIT_P / CLK_P;
localparam       COUNT_REG_LEN      = 1+$clog2(CYCLES_PER_BIT);
reg rxd_reg;
reg rxd_reg_0;
reg [PAYLOAD_BITS-1:0] recieved_data;
reg [COUNT_REG_LEN-1:0] cycle_counter;
reg [3:0] bit_counter;
reg bit_sample;
reg [2:0] fsm_state;
reg [2:0] n_fsm_state;
localparam FSM_IDLE = 0;
localparam FSM_START= 1;
localparam FSM_RECV = 2;
localparam FSM_STOP = 3;
assign uart_rx_break = uart_rx_valid && ~|recieved_data;
assign uart_rx_valid = fsm_state == FSM_STOP && n_fsm_state == FSM_IDLE;
always @(posedge clk) begin
    if(!resetn) begin
        uart_rx_data  <= {PAYLOAD_BITS{1'b0}};
    end else if (fsm_state == FSM_STOP) begin
        uart_rx_data  <= recieved_data;
    end
end
wire next_bit     = cycle_counter == CYCLES_PER_BIT ||
                        fsm_state       == FSM_STOP && 
                        cycle_counter   == CYCLES_PER_BIT/2;
wire payload_done = bit_counter   == PAYLOAD_BITS  ;
always @(*) begin : p_n_fsm_state
    case(fsm_state)
        FSM_IDLE : n_fsm_state = rxd_reg      ? FSM_IDLE : FSM_START;
        FSM_START: n_fsm_state = next_bit     ? FSM_RECV : FSM_START;
        FSM_RECV : n_fsm_state = payload_done ? FSM_STOP : FSM_RECV ;
        FSM_STOP : n_fsm_state = next_bit     ? FSM_IDLE : FSM_STOP ;
        default  : n_fsm_state = FSM_IDLE;
    endcase
end
integer i = 0;
always @(posedge clk) begin : p_recieved_data
    if(!resetn) begin
        recieved_data <= {PAYLOAD_BITS{1'b0}};
    end else if(fsm_state == FSM_IDLE             ) begin
        recieved_data <= {PAYLOAD_BITS{1'b0}};
    end else if(fsm_state == FSM_RECV && next_bit ) begin
        recieved_data[PAYLOAD_BITS-1] <= bit_sample;
        for ( i = PAYLOAD_BITS-2; i >= 0; i = i - 1) begin
            recieved_data[i] <= recieved_data[i+1];
        end
    end
end
always @(posedge clk) begin : p_bit_counter
    if(!resetn) begin
        bit_counter <= 4'b0;
    end else if(fsm_state != FSM_RECV) begin
        bit_counter <= {COUNT_REG_LEN{1'b0}};
    end else if(fsm_state == FSM_RECV && next_bit) begin
        bit_counter <= bit_counter + 1'b1;
    end
end
always @(posedge clk) begin : p_bit_sample
    if(!resetn) begin
        bit_sample <= 1'b0;
    end else if (cycle_counter == CYCLES_PER_BIT/2) begin
        bit_sample <= rxd_reg;
    end
end
always @(posedge clk) begin : p_cycle_counter
    if(!resetn) begin
        cycle_counter <= {COUNT_REG_LEN{1'b0}};
    end else if(next_bit) begin
        cycle_counter <= {COUNT_REG_LEN{1'b0}};
    end else if(fsm_state == FSM_START || 
                fsm_state == FSM_RECV  || 
                fsm_state == FSM_STOP   ) begin
        cycle_counter <= cycle_counter + 1'b1;
    end
end
always @(posedge clk) begin : p_fsm_state
    if(!resetn) begin
        fsm_state <= FSM_IDLE;
    end else begin
        fsm_state <= n_fsm_state;
    end
end
always @(posedge clk) begin : p_rxd_reg
    if(!resetn) begin
        rxd_reg     <= 1'b1;
        rxd_reg_0   <= 1'b1;
    end else if(uart_rx_en) begin
        rxd_reg     <= rxd_reg_0;
        rxd_reg_0   <= uart_rxd;
    end
end
endmodule
module uart_top (
    input clk,             
    input rst_n,           
    input wire uart_rxd,   
    output wire uart_txd,  
    output wire[7:0] led,
    output[31:0] uart_read_data,      
    input[31:0] uart_write_data,     
    input[31:0] uart_addr,           
    input uart_wen
);
    parameter CLK_HZ = 10_000000;
    parameter BIT_RATE =   9600;
    parameter PAYLOAD_BITS = 8;
    wire [PAYLOAD_BITS-1:0] uart_rx_data;
    wire uart_rx_valid;
    wire uart_rx_break;
    wire uart_tx_busy;
    wire [PAYLOAD_BITS-1:0] uart_tx_data;
    wire uart_tx_en;
    reg [PAYLOAD_BITS-1:0] led_reg;
    assign led = led_reg;
    assign uart_tx_data = uart_tx_busy ? 8'b0 : uart_write_data[PAYLOAD_BITS-1:0];
    assign uart_tx_en = uart_tx_busy ? 1'b0 : uart_wen;
    assign uart_read_data = uart_wen ? 32'b0 : {24'b0,uart_rx_data};
    always @(posedge clk) begin
        if(!rst_n) begin
            led_reg <= 8'hF0;
        end else if(uart_rx_valid) begin
            led_reg <= uart_rx_data[7:0];
        end else if (uart_wen) begin
            led_reg <= uart_write_data[7:0];
        end
    end
    uart_rx #(
    .BIT_RATE(BIT_RATE),
    .PAYLOAD_BITS(PAYLOAD_BITS),
    .CLK_HZ  (CLK_HZ  )
    ) i_uart_rx(
    .clk          (clk          ),  
    .resetn       (rst_n         ),  
    .uart_rxd     (uart_rxd     ),  
    .uart_rx_en   (1'b1         ),  
    .uart_rx_break(uart_rx_break),  
    .uart_rx_valid(uart_rx_valid),  
    .uart_rx_data (uart_rx_data )   
    );
    uart_tx #(
    .BIT_RATE(BIT_RATE),
    .PAYLOAD_BITS(PAYLOAD_BITS),
    .CLK_HZ  (CLK_HZ  )
    ) i_uart_tx(
    .clk          (clk          ),
    .resetn       (rst_n         ),
    .uart_txd     (uart_txd     ),
    .uart_tx_en   (uart_tx_en   ),
    .uart_tx_busy (uart_tx_busy ),
    .uart_tx_data (uart_tx_data ) 
    );
endmodule
module uart_tx(
    input wire clk,              
    input wire resetn,           
    output wire uart_txd,        
    output wire uart_tx_busy,    
    input wire uart_tx_en,       
    input wire [PAYLOAD_BITS-1:0] uart_tx_data   
);
parameter   BIT_RATE        = 9600;  
localparam  BIT_P           = 1_000_000_000 * 1/BIT_RATE;  
parameter   CLK_HZ          =    50_000_000;
localparam  CLK_P           = 1_000_000_000 * 1/CLK_HZ;  
parameter   PAYLOAD_BITS    = 8;
parameter   STOP_BITS       = 1;
localparam       CYCLES_PER_BIT     = BIT_P / CLK_P;
localparam       COUNT_REG_LEN      = 1+$clog2(CYCLES_PER_BIT);
reg txd_reg;
reg [PAYLOAD_BITS-1:0] data_to_send;
reg [COUNT_REG_LEN-1:0] cycle_counter;
reg [3:0] bit_counter;
reg [2:0] fsm_state;
reg [2:0] n_fsm_state;
localparam FSM_IDLE = 0;
localparam FSM_START= 1;
localparam FSM_SEND = 2;
localparam FSM_STOP = 3;
assign uart_tx_busy = fsm_state != FSM_IDLE;
assign uart_txd     = txd_reg;
wire next_bit     = cycle_counter == CYCLES_PER_BIT;
wire payload_done = bit_counter   == PAYLOAD_BITS  ;
wire stop_done    = bit_counter   == STOP_BITS && fsm_state == FSM_STOP;
always @(*) begin : p_n_fsm_state
    case(fsm_state)
        FSM_IDLE : n_fsm_state = uart_tx_en   ? FSM_START: FSM_IDLE ;
        FSM_START: n_fsm_state = next_bit     ? FSM_SEND : FSM_START;
        FSM_SEND : n_fsm_state = payload_done ? FSM_STOP : FSM_SEND ;
        FSM_STOP : n_fsm_state = stop_done    ? FSM_IDLE : FSM_STOP ;
        default  : n_fsm_state = FSM_IDLE;
    endcase
end
integer i = 0;
always @(posedge clk) begin : p_data_to_send
    if(!resetn) begin
        data_to_send <= {PAYLOAD_BITS{1'b0}};
    end else if(fsm_state == FSM_IDLE && uart_tx_en) begin
        data_to_send <= uart_tx_data;
    end else if(fsm_state       == FSM_SEND       && next_bit ) begin
        for ( i = PAYLOAD_BITS-2; i >= 0; i = i - 1) begin
            data_to_send[i] <= data_to_send[i+1];
        end
    end
end
always @(posedge clk) begin : p_bit_counter
    if(!resetn) begin
        bit_counter <= 4'b0;
    end else if(fsm_state != FSM_SEND && fsm_state != FSM_STOP) begin
        bit_counter <= {COUNT_REG_LEN{1'b0}};
    end else if(fsm_state == FSM_SEND && n_fsm_state == FSM_STOP) begin
        bit_counter <= {COUNT_REG_LEN{1'b0}};
    end else if(fsm_state == FSM_STOP&& next_bit) begin
        bit_counter <= bit_counter + 1'b1;
    end else if(fsm_state == FSM_SEND && next_bit) begin
        bit_counter <= bit_counter + 1'b1;
    end
end
always @(posedge clk) begin : p_cycle_counter
    if(!resetn) begin
        cycle_counter <= {COUNT_REG_LEN{1'b0}};
    end else if(next_bit) begin
        cycle_counter <= {COUNT_REG_LEN{1'b0}};
    end else if(fsm_state == FSM_START || 
                fsm_state == FSM_SEND  || 
                fsm_state == FSM_STOP   ) begin
        cycle_counter <= cycle_counter + 1'b1;
    end
end
always @(posedge clk) begin : p_fsm_state
    if(!resetn) begin
        fsm_state <= FSM_IDLE;
    end else begin
        fsm_state <= n_fsm_state;
    end
end
always @(posedge clk) begin : p_txd_reg
    if(!resetn) begin
        txd_reg <= 1'b1;
    end else if(fsm_state == FSM_IDLE) begin
        txd_reg <= 1'b1;
    end else if(fsm_state == FSM_START) begin
        txd_reg <= 1'b0;
    end else if(fsm_state == FSM_SEND) begin
        txd_reg <= data_to_send[0];
    end else if(fsm_state == FSM_STOP) begin
        txd_reg <= 1'b1;
    end
end
endmodule
```
==> deck_impl_summary.md <==
Synthesis and Place & Route Summary

Run status
  • Run status: finished, final reports clean

Die
  • Die x size: roughly 110 µm
  • Placement Rows: roughly 40
  • # IOs: 109
  • Die Footprint: around 13000 µm²
  • FP Core Util: 0.3098
  • Core Footprint: ~12000 µm²
  • Chip Height: 113.6 µm

CTS
  • Clock insertion delay at the later pin of the skew report: 0.33 ns
  • Bufs on Longest Clock Path: 2
  • Clock root buffer: clkbuf_16
  • Number of setup buffers added after CTS: 0
  • Sinks on the clock net: about 74
  • Resized cells post-CTS: 0
  • Htree depth: 3
  • Clock transition at the registers of the reported paths: ~0.060 ns
  • Num CTS Buffers: 9
  • CTS hold repair buffers: 0
  • CTS tree: yes

GRT
  • Gr usage total: 0.1179
  • Overflow after GRT: 0
  • Largest net degree at the start of global routing: 28
  • Vias in the first global route: approximately 2600
  • Initial antenna violation count: 0
  • First-pass GRT wire length: 12320 µm

Placement
  • Number of input and output port buffers inserted: 28
  • Post-DP HPWL: between 4000 and 5000 µm
  • Gpl congestion: between 0.8 and 0.9
  • Place WS: 1.539 ns
  • Number of cells after detailed placement: 580

Worst setup path
  • Biggest fanout along the worst timing path: 14
  • Max stage delay on crit path: about 0.63 ns
  • Family with the most delay on the worst path: buffers and inverters
  • Crit path cell chain: clkdlybuf4s50_1 > buf_4 > nor2b_1 > clkdlybuf4s50_1
  • Kind of critical path: primary input to output port
  • Worst path buffer plus inverter count: 3
  • Data required time of the critical path: ~4.2 ns
  • CP Capture Type: output port
  • Most repeated library cell on the critical path: clkdlybuf4s50_1
  • Data arrival, critical path: between 2 and 3 ns
  • Cell with the largest stage delay on the worst path: clkdlybuf4s50_1
  • Startpoint type of the worst setup path: primary input

STA
  • Largest clock skew in the final design: roughly 0.005 ns
  • Worst max-slew margin expressed relative to the limit: 0.4529
  • Total of endpoints with negative setup slack in the final report: 0
  • Setup repair after global routing missed its margin: no
  • Slew @ Worst Pin: between 0.8 and 0.9 ns
  • Final-layout setup total negative slack: 0 ns
  • Final hold violation count: 0
  • Highest Clock Rate: 0.2680 GHz
  • Final worst slack: 1.569 ns
  • Final Max Tran Viols: 0
  • Period Utilization, post-route: 0.7039
  • Time the final worst path needs with I/O delays and setup: roughly 3.7 ns
  • Tightest hold margin: 0.4335 ns

Drt
  • Length of the first detailed-routing pass in iterations: 6
  • Average wire length per cell after detail routing: 12.09 µm
  • Via density per instance: between 4 and 5
  • Antenna diode instance count: 0
  • Overall via count from detail_route: 2794
  • Remaining antenna violation count after routing: 0
  • Drt first-iter violations: 120
  • DRC violation count after routing: 0
  • Total routed wirelength: 7207 µm

Worst hold path
  • Path category of the worst min-delay check: flip-flop to flip-flop

Logic synthesis
  • Yosys xor share: 0.05392
  • Post-synthesis area per instance: between 9 and 10 µm²
  • Yosys Instances: about 400
  • Mux contribution to synthesized area: 0.09745
  • Share of synthesized registers carrying an async set or reset: 0
  • Area reported by Yosys stat: 3736 µm²
  • Number of enable-type register cells in the synthesized netlist: 0
  • Area of the mapped netlist: about 3700 µm²
  • Unique cell type count in the Yosys netlist: approximately 57
  • Number of warnings printed during yosys synthesis: 3
  • Seq share, synth: 0.3965
  • Dominant comb cell: simple AND/OR/NAND/NOR gates
  • Synth Register Bits: 74
  • Most used DFF post-synth: dfxtp_1
  • Simple share: 0.2405
  • AND-OR/OR-AND Cells, Area Fraction: 0.09310
  • Instance count of the mapped netlist: around 400
  • Adder-cell share of the synthesized area: 0.03349

Run
  • Max-capacitance violation count: 0
  • OpenROAD warnings: about 87

Layout
  • Fraction of layout instances using a drive strength above 1: 0.08411
  • Post-route insts no fill: slightly below 600
  • Syn-to-layout area delta: 18.02%
  • Biggest regs: i_uart_rx.cycle_counter: 12 flops, i_uart_tx.cycle_counter: 12 flops
  • Fill count: 1180

Power and ir drop
  • Power density relative to cell area: 302.1 nW/µm²
  • Cell leakage power: 1.618 nW
  • Maximum vdd drop: between 0.15 and 0.2 mV
-- cell usage after synthesis, drive strengths merged (2+ instances only) --
cell	instances	share of area
o2111ai	3	0.0070
clkbuf	6	0.0060
o21ai	10	0.013
o311a	5	0.013
nand2b	7	0.012
o41a	4	0.012
dfxtp	74	0.40
and4bb	2	0.0067
and3	3	0.0050
nor4	4	0.016
buf	36	0.068
or3	4	0.0067
and2	4	0.0067
xnor2	8	0.019
ha	10	0.033
nor3b	2	0.0040
o211ai	3	0.0060
inv	10	0.010
nand2	35	0.035
xor2	15	0.035
nor3	15	0.021
nand3	9	0.012
nor2b	12	0.020
o22ai	4	0.0067
a21oi	11	0.016
nor2	34	0.034
nand4	13	0.025
nand3b	2	0.0040
mux2i	36	0.097
-- routing by layer --
metal | wire length (µm) | global-route usage
met5 | 0 | 0
met4 | 88 | 0.01404
met3 | 244 | 0.02545
met2 | 3346 | 0.1915
met1 | 3528 | 0.1685
-- cell families after synthesis --
logic type               after synthesis
AND/OR/NAND/NOR                      155
flip-flops                            74
buffers and inverters                 52
AND-OR/OR-AND                         48
multiplexers                          36
XOR/XNOR                              23
adder cells (fa/ha/maj)               10
other                                  1
-- final timing paths --
check / start / to / slack (ns) / depth (start not counted)
setup reg to reg: i_uart_rx.cycle_counter[0] / led_reg[2] / 3.22 / 6
hold reg to reg: i_uart_rx.rxd_reg_0 / i_uart_rx.rxd_reg / 0.43 / 1
hold / removal: i_uart_rx.rxd_reg_0 / i_uart_rx.rxd_reg / 0.43 / 1
setup / recovery: uart_wen / uart_read_data[5] / 1.57 / 4
-- final cells by class --
cell class	count	area, µm²	area share
well taps	168	210.2	0.04767
flip-flops and latches	74	1481	0.3360
inverters	10	37.54	0.008513
multi-input cells	296	2027	0.4597
clock buffers	9	225.2	0.05108
clock inverters	7	117.6	0.02667
repair buffers	32	310.3	0.07037
-- through the flow --
stage / util / power, mW / cell area (µm²)
after global routing: 0.3656 / 1.388 / 4409
after floorplan: - / 0.6390 / 3822
final: 0.3656 / 1.332 / 4409
after detailed placement: 0.3371 / 0.6540 / 4066
after global placement: 0.3371 / 0.6532 / 4066
after CTS: 0.3656 / 1.348 / 4409
-- cells in the final DEF, fill, tap and decap left out, types with 10 or more instances in the layout --
cell / n
nand4_1: 11
clkdlybuf4s50_1: 28
mux2i_1: 35
a21oi_1: 10
nand2_1: 35
dfxtp_1: 74
nor2b_1: 12
nor2_1: 34
xor2_1: 15
conb_1: 24
nor3_1: 14
o21ai_0: 10
inv_1: 10
ha_1: 10
-- power by group --
part           switching (mW)  internal, mW  leakage, nW
Sequential             0.0104         0.569        0.601
Clock                   0.231         0.459        0.169
Combinational          0.0300        0.0325        0.848
No activity file was given, so power comes from the tool's default toggle rates.
