--- /design/flow/constraint.sdc ---
current_design gen_regs

set clk_period 5.5
set clk_io_pct 0.2

create_clock -name clk0 -period $clk_period [get_ports {clk}]

set non_clock_inputs [all_inputs -no_clocks]
set_input_delay [expr $clk_period * $clk_io_pct] -clock clk0 $non_clock_inputs
set_output_delay [expr $clk_period * $clk_io_pct] -clock clk0 [all_outputs]
--- /design/flow/run.sh ---
#!/bin/bash
# OpenROAD 26Q1-2900-gdf79404cd8, Yosys 0.63+post, stock flow scripts
make -C /OpenROAD-flow-scripts/flow DESIGN_CONFIG=/design/flow/config.mk WORK_HOME=/design/flow/orfs finish
--- /design/flow/design.v ---
module gen_regs (
    input clk,
    input reset,
    input wen,   
    input[4:0] regRAddr1, regRAddr2, regWAddr,
    input[31:0] regWData,
    output[31:0] regRData1,
    output[31:0] regRData2
);
    integer ii;
    reg[31:0] regs[31:0];
    always @(posedge clk or posedge reset) begin
        if (reset) begin
            for(ii=0; ii < 32; ii=ii+1)
                regs[ii] <= 32'b0;
        end
        else if (wen & (|regWAddr))
            regs[regWAddr] <= regWData;
    end
    assign regRData1 = wen & (regWAddr == regRAddr1) ? regWData
            : ((regRAddr1 != 5'b0) ? regs[regRAddr1] : 32'b0);
    assign regRData2 = wen & (regWAddr == regRAddr2) ? regWData
            : ((regRAddr2 != 5'b0) ? regs[regRAddr2] : 32'b0);
endmodule
--- /design/flow/config.mk ---
export PLATFORM = sky130hd
export DESIGN_NAME = gen_regs
export DESIGN_NICKNAME = gen_regs
export VERILOG_FILES = /design/flow/design.v
export SDC_FILE = /design/flow/constraint.sdc
export NUM_CORES = 4
export LEC_CHECK = 1
export CORE_UTILIZATION = 50
==> results.ini <==
[sta]
setup-violations-final=5
max_slew_margin_pct=26.7
rsz_0062_raised_after_global_routing=no
final.period_utilization_pct=101
layout_min_cycle_time_ps=5570
fin_worst_skew_ps=0
maxClockFrequency_mhz=180
setup-tns-final_ps=-202
final_hold_viol_count=0
postLayoutSetupSlackWorst_ps=-70.8
timing_worst_slew_pin_value_ps=1070
timing.final.max_slew_violations=0

[status]
violations=negative setup slack
run_status=finished, violations left

[synthesis]
edf_count=0
synthDominantCellAreaShare_pct=48.5
synth_area_leader_cell=sky130_fd_sc_hd__dfrtp_1
avg_inst_size_synth_um2=11.5
sequential_to_total_area_share_from_yosys_stat_pct=48.5
ys_cells=4446
area_of_the_mapped_netlist_um2=51200
netlist_top_cells_area=sky130_fd_sc_hd__dfrtp_1 49%, sky130_fd_sc_hd__mux2_2 22%, sky130_fd_sc_hd__a22oi_1 9.6%
ff_type=sky130_fd_sc_hd__dfrtp_1
synthCells=4446
ys.flops=992
yosys_area_um2=51200
yosys_warnings=2
synth_cell_type_count=66
synth-async-reset-ratio_pct=100

[floorplan]
floorplan.core_area_um2=101000
chip_area_um2=104000
die-height_um=322
floorplan_stage_core_utilization_pct=50.8
die_width_um=322
placementRows=116
io_pins=114

[clocking]
cts_max_level=3
clk_path_buf_depth=3
cts_inserted_buffers=107
master_cell_of_the_clock_root_buffer=sky130_fd_sc_hd__clkbuf_16
clkLatencyLatePin_ps=730
clock_tree_from_tritoncts=done
cts.sink_count=992
worst_setup_hold_path_clk_slew_ps=60

[finish]
reg.largest.list=regs: 992 flops
fin_util_pct=61.0
post_route_cells_drive_above_1_share_pct=37.5
synthToLayoutAreaGrowth_pct=20.0
largest_register_ff_count=992
largest_register=regs

[worst_setup_path]
critPathRequiredTime_ps=4400
slowest_stage=sky130_fd_sc_hd__nor2_2
reg2reg_setup_slack_ps=4570
path_cells=clkdlybuf4s50_1, buf_4, xor2_1, nor4_1, and3_2, nor2_2, o31ai_1, nand3_1, clkdlybuf4s50_1
critPathMaxFanout=9
critPathMaxStageDelay_ps=680
worst_r2r_endpoint=regs[1][13]
r2r_cells=1
worst_setup_path_end_kind=primary output
worst_ep_arrival_ps=4470
criticalPathCategory=in2out
path_common_cell=sky130_fd_sc_hd__clkdlybuf4s50_1
worst_r2r_startpoint=regs[1][13]
crit_path_start_kind=input port

[power]
power.ir.vdd_worst_v=0.000319
power_leakage_nw=27.4
power_density_nw_per_um2=348

[drt]
viasPerCell=7.85
drt-total-wl_mm=288
drt_pre_antenna_iters=9
routed_vias=48400
wire_per_inst_um=46.7
detailedRoute.firstIterationViolations=6651
ant_nets=0
drc_errors=0

[global_route]
grt_start_max_net_pins=121
first_pass_grt_wire_length_mm=389
grt_pass1_vias=46100
overall_track_demand_over_capacity_in_global_routing_pct=58.5
grt_overflow_total=0
antenna_violations_before_repair=38

[min_path]
holdCritPathClass=reg2reg
hold_path_stages=1
holdCritStartpoint=regs[2][16]
whs_endpoint=regs[2][16]

[place]
dpl.hpwl_mm=184
routabilityCongestion=1.12
io_buffer_count=113

[flow_run]
cap_violations=0
warnings=36

-- cell type report --
type                            instances  area, um2
Clock buffer                          146       3060
Antenna cell                           56        140
Clock inverter                         52        778
Tap cell                             1357       1700
Fill cell                            8006      39300
Timing Repair Buffer                  568       5760
Sequential cell                       992      24800
Multi-Input combinational cell       2986      25100
Inverter                                9       37.5
-- critical path, delay by kind of cell --
kind / cells / cell delay (ps)
compound gates: 1 / 250
xor+xnor: 1 / 430
buf+inv: 3 / 1370
simple gates: 4 / 1310
-- metrics by stage --
stage / total power [mW] / hold WS (ps) / cell area [um2] / worst slack, ps / cells
after floorplan: 11.6 / 478 / 51200 / -9270 / 4446
final: 21.4 / 513 / 61400 / -70.8 / 6166
after CTS: 21.2 / 512 / 61200 / 15.0 / 6107
after detailed placement: 13.3 / 498 / 57300 / -73.0 / 5909
after global routing: 21.9 / 520 / 61300 / 13.9 / 6120
after global placement: 13.3 / 491 / 57300 / -138 / 5908
-- per-layer routing --
metal,part of all wire [%],track usage [%],up-vias
met1,34,71.8,23900
met2,38,72.0,4887
li1,-,-,17700
met5,0.25,3.59,-
met4,9.7,41.0,38
met3,18,41.6,1833
-- power breakdown --
group          total (mW)  switching (mW)  internal [mW]  leakage [nW]
logic                3.25            1.56           1.69          12.9
clock network        7.92            3.18           4.73          1.87
registers            10.2            1.48           8.71          12.7
-- worst max path at each step --
stage | from | to | slack (ps) | cells after the start
6_report | regWAddr[2] | regRData2[8] | -70 | 9
5_1_grt | regWAddr[1] | regRData1[5] | 10 | 8
4_1_cts | regRAddr1[1] | regRData1[7] | 20 | 12
-- what timing repair did --
item,in CTS,in global routing
setup endpoints to repair,3,9
gates resized,2,12
hold buffers,0,0
pin swaps,0,1
buffers inserted,0,3
-- logic make-up after synthesis --
kind of cell    share of synthesized area [%]
xor+xnor                                0.171
mux                                      22.2
buf+inv                                  3.93
simple gates                             10.8
compound gates                           14.4
flops                                    48.5
-- placed cells by master (no fill, tap or decap), types with 8 or more instances in the layout --
cell	synthesis	routed
sky130_fd_sc_hd__a2111oi_0	108	103
sky130_fd_sc_hd__a211oi_1	13	13
sky130_fd_sc_hd__a21oi_1	46	46
sky130_fd_sc_hd__a221oi_1	17	17
sky130_fd_sc_hd__a22o_1	19	19
sky130_fd_sc_hd__a22oi_1	657	657
sky130_fd_sc_hd__a32o_1	9	9
sky130_fd_sc_hd__a32oi_1	15	15
sky130_fd_sc_hd__and3_1	316	313
sky130_fd_sc_hd__buf_12	0	100
sky130_fd_sc_hd__buf_2	122	9
sky130_fd_sc_hd__buf_4	7	354
sky130_fd_sc_hd__bufinv_16	0	18
sky130_fd_sc_hd__clkbuf_1	264	18
sky130_fd_sc_hd__clkbuf_16	0	109
sky130_fd_sc_hd__clkbuf_8	0	19
sky130_fd_sc_hd__clkdlybuf4s50_1	0	104
sky130_fd_sc_hd__clkinv_2	0	18
sky130_fd_sc_hd__clkinvlp_4	0	9
sky130_fd_sc_hd__dfrtp_1	992	992
sky130_fd_sc_hd__diode_2	0	56
sky130_fd_sc_hd__inv_1	9	8
sky130_fd_sc_hd__mux2_2	997	997
sky130_fd_sc_hd__mux2i_1	12	12
sky130_fd_sc_hd__nand2_1	128	117
sky130_fd_sc_hd__nand2_2	2	13
sky130_fd_sc_hd__nand2b_1	10	10
sky130_fd_sc_hd__nand3_1	142	138
sky130_fd_sc_hd__nand3b_1	11	11
sky130_fd_sc_hd__nand4_1	126	126
sky130_fd_sc_hd__nor2_1	79	21
sky130_fd_sc_hd__nor2_4	0	76
sky130_fd_sc_hd__nor3_1	19	16
sky130_fd_sc_hd__nor4_1	56	52
sky130_fd_sc_hd__o21ai_0	56	55
sky130_fd_sc_hd__o21ai_1	21	21
sky130_fd_sc_hd__xor2_1	8	8
-- cells in the mapped netlist (all sizes together), types with 3 or more instances --
library cell    n
a2111oi       111
a211oi         13
a21oi          46
a221oi         18
a22o           19
a22oi         657
a31oi           4
a32o            9
a32oi          15
and2            5
and3          317
and3b           6
and4            3
buf           195
clkbuf        264
dfrtp         992
inv             9
mux2          998
mux2i          12
nand2         130
nand2b         10
nand3         142
nand3b         13
nand4         126
nand4b          6
nor2          100
nor2b          10
nor3           19
nor3b          10
nor4           56
o21ai          77
o22ai           5
o31ai           3
or2             7
or3             7
or3b            6
xor2            8
Power figures rest on the tool's default switching activity, not on a simulated workload.
